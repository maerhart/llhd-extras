### flow/run.sh
#!/bin/bash
# OpenROAD 26Q1-2900-gdf79404cd8, Yosys 0.63+post, stock flow scripts
make -C /OpenROAD-flow-scripts/flow DESIGN_CONFIG=/design/flow/config.mk WORK_HOME=/design/flow/orfs finish
### flow/config.mk
export PLATFORM = sky130hd
export DESIGN_NAME = fir
export DESIGN_NICKNAME = fir
export VERILOG_FILES = /design/flow/design.v
export SDC_FILE = /design/flow/constraint.sdc
export NUM_CORES = 4
export LEC_CHECK = 1
export CORE_UTILIZATION = 40
export SYNTH_HDL_FRONTEND = slang
### flow/constraint.sdc
current_design fir

set clk_period 11.9
set clk_io_pct 0.2

create_clock -name clk0 -period $clk_period [get_ports {CLK}]

set non_clock_inputs [all_inputs -no_clocks]
set_input_delay [expr $clk_period * $clk_io_pct] -clock clk0 $non_clock_inputs
set_output_delay [expr $clk_period * $clk_io_pct] -clock clk0 [all_outputs]
### flow/design.v
module fir #(
	parameter int T = 4,
	parameter int NI = 8,
	parameter int NO = 2*NI
) (
	input logic CLK,
	input logic [NI-1:0] X,
	input logic [T-1:0][NI-1:0] W,
	output logic [NO-1:0] Y
);
	logic [T-1:0][NO-1:0] mul_out, add_out, q;
	for (genvar i = 0; i < T; i++)
		assign mul_out[i] = W[i] * X;
	for (genvar i = 0; i < T; i++)
		assign add_out[i] = q[i] + mul_out[T-i-1];
	assign q[0] = '0;
	for (genvar i = 1; i < T; i++)
		always_ff @(posedge CLK) q[i] <= add_out[i-1];
	assign Y = add_out[T-1];
endmodule
==> flow_summary.ini <==
; implementation run metrics
[run_status]
result_of_the_run = complete, no violations

[floorplan]
chipArea_um2 = 28100
rows = 60
die-height_um = 168
pin_count = 57
floorplan.core_util_pct = 40.7
die_width_um = 168
core_area_um2 = 27000

[cells_and_area]
fin_area_um2 = 12000
largest_registers = q: 48 flops
fin_util_pct = 44.4
largest-register = q
area_growth_syn_to_layout_pct = 8.90
layout_top_cells = sky130_fd_sc_hd__inv_1, sky130_fd_sc_hd__fa_1, sky130_fd_sc_hd__and2_1
drive_above_1_share_pct = 2.08
layout_top_cell_excl_fill_tap = sky130_fd_sc_hd__inv_1
largest_register_ffs = 48

[worst_setup_path]
reg2reg_start = q[22]
critical_path_class = in -> out
crit_path_top_delay_cell = sky130_fd_sc_hd__clkdlybuf4s50_1
critical_path.startpoint_type = primary input
data_arrival_at_the_endpoint_of_the_critical_path_ps = 7540
chain_of_cells_forming_the_critical_path = clkdlybuf4s50_1, buf_4, nand2_1, fa_1, inv_1, fa_1, inv_1, fa_1, fa_1, inv_1, ha_1, o21a_1, o31a_1, o211ai_1, nand2_1, o311ai_1, clkdlybuf4s50_1
required_ps = 9520
timing.critical_path.mode_cell = sky130_fd_sc_hd__fa_1
path_max_fanout = 19
critical_path_origin = X[0]
critPathMaxStageDelay_ps = 790
crit_path_end_kind = output pin

[hold_path]
holdCritStartpoint = q[16]
worst_hold_path_type = reg -> reg

[timing]
slew_viol_final = 0
tightest_slew_ps = 513
final.period_utilization_pct = 83.4
final-setup-viol-count = 0
rsz_0062_raised_after_global_routing = no
hold_slack_ps = 459
final.setup_skew_ps = 6.27
hold_viol_final = 0
slew_headroom_pct = 65.3
fmax_mhz = 101
layout_min_cycle_time_ps = 9920
setup_total_negative_slack_ps = 0

[synth]
postSynth.asyncResetShare_pct = 0
edf_count = 0
synth.yosys.warnings = 0
ys_seq_share_pct = 8.75
syn-cell-area_um2 = 11000
yosys_cell_count = 1275
ys_seq_elements = 48
synthFlopType = sky130_fd_sc_hd__dfxtp_1
yosys.stat.chipArea_um2 = 11000
syn-instance-count = 1275
mean_cell_area_of_the_mapped_netlist_um2 = 8.61
yosysUniqueCellTypes = 50

[grt]
grt_first_pass_wirelength_mm = 39.0
grt_start_max_net_pins = 33
antenna_found_initial = 0
overflow = 0
grt_pass1_vias = 8278
total_routing_resource_utilization_after_global_routing_pct = 17.7

[drt]
detail_route.wl_per_cell_um = 12.8
detail_route.vias_per_cell = 4.80
drt_first_iter_violations = 273
vias = 7879
drcViolationCount = 0
ant_nets = 0
antenna_cells = 0
totalWireLength_mm = 21.0
drt-pass1-iter-count = 4

[clock_network]
clock-sinks = 48
root_buffer = sky130_fd_sc_hd__clkbuf_16
post_cts_resize_count = 0
clk-insertion-delay-late_ps = 300
clk_path_buf_depth = 2
ctsHtreeMaxLevel = 2
ctsHoldBuffers = 0
cts_tree = yes
cts_setup_buffers = 0
path_clk_slew_ps = 70
cts_made_buffers = 5

[job]
maxCapViolations = 0
openroad.warnings = 25

[power_and_ir_drop]
static_leakage_nw = 6.21
p_per_area_nw_per_um2 = 308
vdd.ir_drop.worst_mv = 0.164

[placement]
dp_hpwl_mm = 17.3
port_buffers = 56
replace_congestion = 0.811
placed_area_um2 = 11800
==> cell type report <==
cell class,instances,area (um2)
Clock buffer,5,125
Tap cell,341,427
Sequential cell,48,961
Fill cell,2594,15000
Inverter,336,1260
Timing Repair Buffer,64,621
Multi-Input combinational cell,844,8510
Clock inverter,3,46.3
==> through the flow <==
stage,total power [W],setup WS [ps],cells
after global routing,0.00427,1640,1641
after CTS,0.00374,1940,1641
after detailed placement,0.00354,1950,1633
after floorplan,0.00293,3410,1275
after global placement,0.00353,2030,1633
final,0.00368,1980,1641
==> kinds of logic after synthesis <==
group	after synthesis	share of synthesized area [%]
and+or+nand+nor	354	16.7
DFF	48	8.75
muxes	3	0.285
AOI/OAI and AO/OA	124	7.75
adders and majority gates	327	50.0
buffers and inverters	383	13.7
xor gates and xnor gates	36	2.87
==> critical path: cells and delay by family <==
| family | cells | cell delay (ps) |
|---|---|---|
| adder cells (fa/ha/maj) | 5 | 2280 |
| buffers and inverters | 6 | 1780 |
| AND-OR/OR-AND | 4 | 850 |
| AND/OR/NAND/NOR | 2 | 230 |
==> power by group <==
group	switching [W]	internal (W)	leakage (nW)
sequential	0.0000264	0.000270	0.404
combinational	0.00163	0.00158	5.73
clock	0.0000692	0.000100	0.0804
==> synth_stat cells, types with 4 or more instances <==
library cell | instances | share of area [%]
sky130_fd_sc_hd__nand3_1 | 11 | 0.50
sky130_fd_sc_hd__o22ai_1 | 4 | 0.23
sky130_fd_sc_hd__nand2_1 | 118 | 4.0
sky130_fd_sc_hd__ha_1 | 141 | 16
sky130_fd_sc_hd__nand2b_1 | 4 | 0.23
sky130_fd_sc_hd__o21ai_0 | 22 | 1.0
sky130_fd_sc_hd__o31ai_1 | 4 | 0.27
sky130_fd_sc_hd__o31a_1 | 5 | 0.40
sky130_fd_sc_hd__nor2_1 | 32 | 1.1
sky130_fd_sc_hd__a21o_1 | 11 | 0.75
sky130_fd_sc_hd__clkbuf_1 | 26 | 0.89
sky130_fd_sc_hd__fa_1 | 186 | 34
sky130_fd_sc_hd__nor3b_1 | 4 | 0.27
sky130_fd_sc_hd__buf_2 | 4 | 0.18
sky130_fd_sc_hd__xor2_1 | 7 | 0.56
sky130_fd_sc_hd__nor2b_1 | 6 | 0.34
sky130_fd_sc_hd__o21a_1 | 11 | 0.75
sky130_fd_sc_hd__or2_2 | 4 | 0.23
sky130_fd_sc_hd__a21oi_1 | 28 | 1.3
sky130_fd_sc_hd__a211oi_1 | 11 | 0.75
sky130_fd_sc_hd__buf_4 | 16 | 1.1
sky130_fd_sc_hd__and2_1 | 156 | 8.9
sky130_fd_sc_hd__dfxtp_1 | 48 | 8.8
sky130_fd_sc_hd__nor3_1 | 9 | 0.41
sky130_fd_sc_hd__xnor2_1 | 29 | 2.3
sky130_fd_sc_hd__inv_1 | 336 | 11
==> routing by layer <==
metal	global-route usage (%)	vias to the layer above	wire [um]
li1	-	3888	-
met3	2.94	5	911
met1	27.7	3837	10600
met2	28.2	149	9340
met5	0	-	0
met4	0.758	0	87
==> path summary, 6_finish.rpt <==
kind                              end  slack (ps)  depth (start not counted)
worst max-delay path            Y[13]        1980                         17
worst min-delay path            q[32]         460                          1
worst max register to register  q[47]        7850                         14
worst min register to register  q[32]         460                          1
Power figures rest on the tool's default switching activity, not on a simulated workload.
