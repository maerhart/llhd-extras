==> /design/flow/design.v <==
module rr_arb_tree #(
  parameter int unsigned NumIn      = 8,
  parameter int unsigned DataWidth  = 32,
  parameter type         DataType   = logic [DataWidth-1:0],
  parameter bit          ExtPrio    = 1'b0,  
  parameter bit          AxiVldRdy  = 1'b0,  
  parameter bit          LockIn     = 1'b0   
) (
  input  logic                             clk_i,
  input  logic                             rst_ni,
  input  logic                             flush_i,  
  input  logic [$clog2(NumIn)-1:0]         rr_i,     
  input  logic [NumIn-1:0]                 req_i,
  output logic [NumIn-1:0]                 gnt_o,
  input  DataType [NumIn-1:0]              data_i,
  input  logic                             gnt_i,
  output logic                             req_o,
  output DataType                          data_o,
  output logic [$clog2(NumIn)-1:0]         idx_o
);
  // pragma translate_off
  // pragma translate_on
  if (NumIn == 1) begin
    assign req_o    = req_i[0];
    assign gnt_o[0] = gnt_i;
    assign data_o   = data_i[0];
    assign idx_o    = '0;
  end else begin
    localparam int unsigned NumLevels = $clog2(NumIn);
    logic [2**NumLevels-2:0][NumLevels-1:0]  index_nodes;  
    DataType [2**NumLevels-2:0]              data_nodes;   
    logic [2**NumLevels-2:0]                 gnt_nodes;    
    logic [2**NumLevels-2:0]                 req_nodes;    
    logic [NumLevels-1:0]                    rr_q;
    logic [NumIn-1:0]                        req_d;
    assign req_o        = req_nodes[0];
    assign data_o       = data_nodes[0];
    assign idx_o        = index_nodes[0];
    if (ExtPrio) begin : gen_ext_rr
      assign rr_q       = rr_i;
      assign req_d      = req_i;
    end else begin : gen_int_rr
      logic [NumLevels-1:0] rr_d;
      if (LockIn) begin : gen_lock
        logic  lock_d, lock_q;
        logic [NumIn-1:0]     req_q;
        assign lock_d     = req_o & ~gnt_i;
        assign req_d      = (lock_q) ? req_q : req_i;
        always_ff @(posedge clk_i or negedge rst_ni) begin : p_lock_reg
          if (!rst_ni) begin
            lock_q <= '0;
          end else begin
            if (flush_i) begin
              lock_q <= '0;
            end else begin
              lock_q <= lock_d;
            end
          end
        end
        // pragma translate_off
          lock: assert property(
            @(posedge clk_i) LockIn |-> req_o && !gnt_i |=> idx_o == $past(idx_o))
              else $fatal (1, "Lock implies same arbiter decision in next cycle if output is not ready.");
          logic [NumIn-1:0] req_tmp;
          assign req_tmp = req_q & req_i;
          lock_req: assume property(
            @(posedge clk_i) LockIn |-> lock_d |=> req_tmp == req_q)
              else $fatal (1, "It is disallowed to deassert unserved request signals when LockIn is enabled.");
        // pragma translate_on
        always_ff @(posedge clk_i or negedge rst_ni) begin : p_req_regs
          if (!rst_ni) begin
            req_q  <= '0;
          end else begin
            if (flush_i) begin
              req_q  <= '0;
            end else begin
              req_q  <= req_d;
            end
          end
        end
      end else begin : gen_no_lock
        assign req_d = req_i;
      end
      assign rr_d       = (gnt_i && req_o) ? ((rr_q == (NumIn-1)) ? '0 : rr_q + 1'b1) : rr_q;
      always_ff @(posedge clk_i or negedge rst_ni) begin : p_rr_regs
        if (!rst_ni) begin
          rr_q   <= '0;
        end else begin
          if (flush_i) begin
            rr_q   <= '0;
          end else begin
            rr_q   <= rr_d;
          end
        end
      end
    end
    assign gnt_nodes[0] = gnt_i;
    for (genvar level = 0; (level) < NumLevels; level++) begin : gen_levels
      for (genvar l = 0; l < 2**level; l++) begin : gen_level
        logic sel;
        localparam int unsigned idx0 = 2**level-1+l; 
        localparam int unsigned idx1 = 2**(level+1)-1+l*2;
        if ((level) == NumLevels-1) begin : gen_first_level
          if ((l) * 2 < NumIn-1) begin
            assign req_nodes[idx0]   = req_d[l*2] | req_d[l*2+1];
            assign sel =  ~req_d[l*2] | req_d[l*2+1] & rr_q[NumLevels-1-level];
            assign index_nodes[idx0] = (sel);
            assign data_nodes[idx0]  = (sel) ? data_i[l*2+1] : data_i[l*2];
            assign gnt_o[l*2]        = gnt_nodes[idx0] & (AxiVldRdy | req_d[l*2])   & ~sel;
            assign gnt_o[l*2+1]      = gnt_nodes[idx0] & (AxiVldRdy | req_d[l*2+1]) & sel;
          end
          if ((l) * 2 == NumIn-1) begin
            assign req_nodes[idx0]   = req_d[l*2];
            assign index_nodes[idx0] = '0; 
            assign data_nodes[idx0]  = data_i[l*2];
            assign gnt_o[l*2]        = gnt_nodes[idx0] & (AxiVldRdy | req_d[l*2]);
          end
          if ((l) * 2 > NumIn-1) begin
            assign req_nodes[idx0]   = 1'b0;
            assign index_nodes[idx0] = DataType'('0);
            assign data_nodes[idx0]  = DataType'('0);
          end
        end else begin : gen_other_levels
          assign req_nodes[idx0]   = req_nodes[idx1] | req_nodes[idx1+1];
          assign sel =  ~req_nodes[idx1] | req_nodes[idx1+1] & rr_q[NumLevels-1-level];
          assign index_nodes[idx0] = (sel) ? ({1'b1, index_nodes[idx1+1][NumLevels-(level)-2:0]}) :
                                             ({1'b0, index_nodes[idx1][NumLevels-(level)-2:0]});
          assign data_nodes[idx0]  = (sel) ? data_nodes[idx1+1] : data_nodes[idx1];
          assign gnt_nodes[idx1]   = gnt_nodes[idx0] & ~sel;
          assign gnt_nodes[idx1+1] = gnt_nodes[idx0] & sel;
        end
      end
    end
    // pragma translate_off
    initial begin : p_assert
      assert(NumIn)
        else $fatal("Input must be at least one element wide.");
      assert(!(LockIn && ExtPrio))
        else $fatal(1,"Cannot use LockIn feature together with external ExtPrio.");
    end
    hot_one : assert property(
      @(posedge clk_i) $onehot0(gnt_o))
        else $fatal (1, "Grant signal must be hot1 or zero.");
    gnt0 : assert property(
      @(posedge clk_i) |gnt_o |-> gnt_i)
        else $fatal (1, "Grant out implies grant in.");
    gnt1 : assert property(
      @(posedge clk_i) req_o |-> gnt_i |-> |gnt_o)
        else $fatal (1, "Req out and grant in implies grant out.");
    gnt_idx : assert property(
      @(posedge clk_i) req_o |->  gnt_i |-> gnt_o[idx_o])
        else $fatal (1, "Idx_o / gnt_o do not match.");
    req0 : assert property(
      @(posedge clk_i) |req_i |-> req_o)
        else $fatal (1, "Req in implies req out.");
    req1 : assert property(
      @(posedge clk_i) req_o |-> |req_i)
        else $fatal (1, "Req out implies req in.");
    // pragma translate_on
  end
endmodule : rr_arb_tree
==> /design/flow/run.sh <==
#!/bin/bash
# OpenROAD 26Q1-2900-gdf79404cd8, Yosys 0.63+post, stock flow scripts
make -C /OpenROAD-flow-scripts/flow DESIGN_CONFIG=/design/flow/config.mk WORK_HOME=/design/flow/orfs finish
==> /design/flow/config.mk <==
export PLATFORM = sky130hd
export DESIGN_NAME = rr_arb_tree
export DESIGN_NICKNAME = rr_arb_tree
export VERILOG_FILES = /design/flow/design.v
export SDC_FILE = /design/flow/constraint.sdc
export NUM_CORES = 4
export LEC_CHECK = 1
export CORE_AREA = 10 10 163 163
export DIE_AREA = 0 0 173 173
export SYNTH_HDL_FRONTEND = slang
==> /design/flow/constraint.sdc <==
current_design rr_arb_tree

set clk_period 13.1
set clk_io_pct 0.2

create_clock -name clk0 -period $clk_period [get_ports {clk_i}]

set non_clock_inputs [all_inputs -no_clocks]
set_input_delay [expr $clk_period * $clk_io_pct] -clock clk0 $non_clock_inputs
set_output_delay [expr $clk_period * $clk_io_pct] -clock clk0 [all_outputs]
==> changes_impl.md <==
### Changed

- # DRC: 0
- Power per cell area: 47.8 nW/um^2
- Top cell area share: 21.5%
- Post-CTS Setup Inserts: 0
- Crit-path cells: clkdlybuf4s50_1 > or4_4 > a21oi_4 > buf_4 > inv_2 > buf_4 > a221o_1 > o21ai_0 > clkdlybuf4s50_1
- Sw Ratio: 33.6%
- Share of post-route cells with drive strength above 1: 5.26%
- Final setup fails: 0
- Family with the most delay on the worst path: buffers and inverters
- Wirelength per Cell: 22.9 um
- Synth async-reset ratio: 100%
- Vias in the first global route: 4761
- Core Util at FP: 11.4%
- Reg2Reg Setup Slack: 11480 ps
- RePlAce Congestion: 0.822
- Area Overhead vs Synth: 136%
- DIE WIDTH: 173 um
- Hold-fix buffers, CTS: 0
- Buffer levels on the longest clock path: 2
- Endpoint, Worst Hold: genblk1.rr_q[2]
- Root Buffer: clkbuf_16
- FP Rows: 55
- Final Hold Fails: 0
- Worst min path class: reg -> reg
- Max Cap Viol: 0
- Slew @ Worst Pin: 781 ps
- Arrival time at the worst endpoint: 5900 ps
- Worst reg2reg startpoint: genblk1.rr_q[0]
- Net Sw Power: 0.0988 mW
- Late-Pin Clk Latency: 220 ps
- Synth flops: 3
- CP Launch Type: input port
- Seq pwr share: 4.0%
- CTS Sinks: 3
- Dominant Register Cell: dfrtp_1
- CTS H-tree depth: 1
- Max stage delay on crit path: 610 ps
- Leak Pwr: 2.15 nW
- Area leader, netlist: o32ai_1
- Setup Skew: 0.787 ps
- Fmax: 117 MHz
- Register area: 75.1 um^2
- Finished Layout Cells: 959
- # resized after CTS: 0
- Most flops, register: genblk1.rr_q
- RSZ-0062 raised after global routing: no
- Via Count: 4441
- Crit Path Category: in -> out
- Post-layout util: 26.9%
- Largest net degree at the start of global routing: 37
- R2R depth: 4
- Core Area: 22800 um^2
- Fin area: 6150 um^2
- GRT overflow: 0
- Dpl hpwl: 17.3 mm
- Synth Seq Share: 2.87%
- Critical path buffers and inverters: 5
- Initial DRT Pass Iterations: 5
- Internal Pwr Total: 0.195 mW
- Ys cells: 371
- Fillers: 2532
- Antenna violations before repair: 0
- Max reg flops: 3
- Synth warn: 0
- Combinational gate area: 2360 um^2
- Clock transition at path regs: 30 ps
- Final Max Tran Viols: 0
- Period utilization: 65.1%
- YS chip area: 2610 um^2
- Regs by FF count: genblk1.rr_q x3
- Antenna cells: 0
- Worst rel slew slack: 47.8%
- Maximum vdd drop: 30.3 uV
- Status: finished, final reports clean
- Slowest cell on the critical path: clkdlybuf4s50_1
- CTS tree: yes
- Port Buffers: 311
- Post-synthesis cell count: 371
- Top cells by count: nand2_1 (72), o32ai_1 (64), clkbuf_1 (44)
- GR Util All Layers: 13.7%
- DRT antenna net count: 0
- Drt initial violations: 225
- Post-DR vias/cell: 4.63
- Stage-log warning count: 28
- Hold_ws: 664 ps
- R2R Path End: genblk1.rr_q[0]
- Chip area: 29900 um^2
- Period minus WS final: 8520 ps
- Drt total wl: 22.0 mm
- Synth Cell Area: 2610 um^2
- CP Capture Type: output port
- Number of flops mapped to enable cells by yosys: 0
- Required @ worst endpoint: 10480 ps
- DP Area: 6070 um^2
- Most common cell in the netlist: nand2_1
- Distinct lib cells: 33
- Worst Hold Depth: 2
- Clk pwr share: 16.3%
- Crit-path max FO: 36
- I/O pins: 315
- Top cells, area: o32ai_1 (21%), mux2i_1 (13%), a221o_1 (12%), a32o_1 (12%), nand2_1 (10%)
- First-pass GRT wire length: 31.7 mm
- Comb pwr share: 79.7%
- TritonCTS Buffers: 3
- Synth Area per Inst: 7.04 um^2
- Placed instance count: 955
- Die height: 173 um
- Hold_sp: genblk1.rr_q[2]
- Sum Neg Setup Slack: 0 ps
-- worst register-to-register path: cells and delay by family (launching register included) --
family | cells | cell delay (ps)
AOI/OAI and AO/OA | 1 | 140
adders and majority gates | 2 | 490
DFF | 1 | 580
and+or+nand+nor | 1 | 340
-- worst max path at each step --
| stage | start | endpoint | slack [ps] | cells past startpoint |
|---|---|---|---|---|
| 4_1_cts | req_i[7] | data_o[23] | 4520 | 9 |
| 5_1_grt | req_i[7] | data_o[23] | 4410 | 9 |
| 6_report | req_i[7] | data_o[23] | 4580 | 9 |
-- logic make-up after synthesis --
kind of cell | count (synthesis) | synth area share [%]
AND-OR/OR-AND | 179 | 57.5
adder cells (fa/ha/maj) | 2 | 0.958
buffers and inverters | 61 | 10.3
flip-flops | 3 | 2.87
multiplexers | 35 | 13.5
AND/OR/NAND/NOR | 91 | 14.9
-- area by class of cell --
type,instances,share of cell area (%)
timing repair buffer,326,52.5
multi-input combinational,307,38.3
tap,313,6.37
clock buffer,4,1.28
sequential,3,1.22
inverter,6,0.366
-- placed cells by master (no fill, tap or decap), drive strengths merged, types with 6 or more instances in the layout --
| cell type | Yosys | routed |
|---|---|---|
| mux2i | 34 | 34 |
| o32ai | 64 | 64 |
| clkdlybuf4s50 | 0 | 311 |
| a221o | 32 | 32 |
| nand2 | 72 | 72 |
| buf | 11 | 15 |
| o21ai | 36 | 36 |
| inv | 6 | 6 |
| a32o | 32 | 32 |
-- metrics by stage --
| stage | setup WS [ps] | power, mW |
|---|---|---|
| final | 4580 | 0.294 |
| after CTS | 4520 | 0.299 |
| after detailed placement | 4530 | 0.249 |
| after floorplan | 6400 | 0.0958 |
| after global routing | 4410 | 0.316 |
| after global placement | 4570 | 0.249 |
-- power groups by stage --
stage         sequential (mW)  combinational, mW  clock [mW]
global route           0.0120              0.253      0.0504
CTS                    0.0118              0.238      0.0488
finish                 0.0118              0.234      0.0479
-- routing by layer --
layer  vias up  wire length (um)  GRT usage, %
li1       2100                 -             -
met1      2123              9180          16.9
met2       210             11300          25.0
met3         8              1360          2.63
met4         0               140          1.04
met5         -                 0             0
Power figures rest on the tool's default switching activity, not on a simulated workload.
